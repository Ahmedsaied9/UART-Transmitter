==> design.v <==
module FSM (
input PAR_EN,
input Valid,
input RST,CLK,
input OUT_flag,
output reg busy,ser_en,
output reg [1:0]  sel
);
localparam [1:0] Idle = 2'b00,
				 ser_data = 2'b10,
				 PAR	  = 2'b11,
				 stop	  = 2'b01;
reg [1:0]	current_state, next_state;				 
always @ (posedge CLK or negedge RST)
begin
	if(!RST)
	begin
		current_state <= Idle;
	end
	else
		current_state <= next_state;
end
always @ (*)
begin
	case (current_state)
		Idle	:	begin
						if(Valid == 1'b1)
							next_state = ser_data;
						else
							next_state = Idle;
					end
		ser_data	:	begin
						if(OUT_flag == 1'b1)
							next_state = ser_data;
						else if (PAR_EN)
							next_state = PAR;
						else	
							next_state = stop;
					end
		PAR	:	begin
						next_state = stop;
				end		
		stop	:	begin
						next_state = Idle;
					end			
	endcase
end
always @ (*)
begin
case (current_state)
		Idle	:	begin
						ser_en = 0;
						busy = 0;
						sel = 2'b10;
					end
		ser_data	:	begin
						ser_en = 'b1;
						busy = 1'b1;
						sel = 2'b00;
					end
		PAR	:	begin
						ser_en = 1'b0;
						busy = 1'b1;
						sel = 2'b01;
				end		
		stop	:	begin
						ser_en = 1'b1;
						busy = 1'b1;
						sel = 2'b11;
					end			
	endcase
end
endmodule				 
module MUX (
input ser_data,par_bit,CLK,
input [1:0] sel,
output reg S_DATA
);
always @ (*)
begin
	case (sel)
		2'b00 : S_DATA = ser_data;
		2'b01 : S_DATA = par_bit;
		2'b11 : S_DATA = 1'b0;
		2'b10 : S_DATA = 1'b1;
	endcase
end
endmodule
module Serializer #(parameter data_width = 8) 
(
	input wire [data_width-1 :0] p_data,
	input wire serialize_en, ser_RST, CLK,busy,
	output reg ser_out, 
	output			out_flag
);
localparam count_width = 3; 
reg [data_width-1 :0]	data_reg;
reg [count_width:0]	count;
wire count_flag;
always @ (posedge CLK)
begin
	if (ser_RST && !busy)
	begin
		data_reg <= p_data;
		count <= 'b0;
		ser_out <= 1'b0;
	end
	else if (serialize_en && out_flag )
	begin
		{data_reg,ser_out} <= {1'b0,data_reg};
		count <= count+'b1;
	end
	else 
	begin
		count <= count;
	end
end
assign out_flag = (count == data_width) ? 1'b0 : 1'b1;
endmodule
module UART_TOP #(parameter D_width = 8 )
(
	input	[D_width-1 :0]	P_DATA,
	input					DATA_VALID,
	input					PAR_EN,
	input					PAR_TYP,
	input					CLK,RST,
	output	wire				S_DATA,BUSY				
);
wire serialize_en, out_flag, ser_out,  par_bit;
wire [1:0] sel;
wire	s_data, busy;
Serializer #(.data_width(D_width)) U1(	
    .p_data(P_DATA),
	.serialize_en(serialize_en), 
	.ser_RST(DATA_VALID), 
	.CLK(CLK),
	.busy(busy),
	.ser_out(ser_out), 
	.out_flag(out_flag)
);
FSM U2 (
.PAR_EN(PAR_EN),
.Valid(DATA_VALID),
.RST(RST),
.CLK(CLK),
.OUT_flag(out_flag),
.busy(busy),
.ser_en(serialize_en),
.sel(sel) 
);
parity_gen #(.data_width(D_width)) U3 (
	.p_data(P_DATA),
	.PAR_TYP(PAR_TYP),
	.parity_bit(par_bit)
);
MUX U4 (
.ser_data(ser_out),
.par_bit(par_bit),
.sel(sel),
.CLK(CLK),
.S_DATA(S_DATA)
);
assign BUSY = busy;
endmodule
module parity_gen #(parameter data_width = 8)(
input wire [data_width-1 :0] p_data,
input wire PAR_TYP,
output wire parity_bit
);
assign parity_bit = (PAR_TYP) ? ~^p_data : ^p_data;
endmodule
==> run.sh <==
#!/bin/bash
# OpenROAD 26Q1-2900-gdf79404cd8, Yosys 0.63+post, stock flow scripts
make -C /OpenROAD-flow-scripts/flow DESIGN_CONFIG=/design/flow/config.mk WORK_HOME=/design/flow/orfs finish
==> config.mk <==
export PLATFORM = sky130hd
export DESIGN_NAME = UART_TOP
export DESIGN_NICKNAME = UART_TOP
export VERILOG_FILES = /design/flow/design.v
export SDC_FILE = /design/flow/constraint.sdc
export NUM_CORES = 4
export LEC_CHECK = 1
export CORE_AREA = 10 10 98 98
export DIE_AREA = 0 0 108 108
==> constraint.sdc <==
current_design UART_TOP

set clk_period 3.8
set clk_io_pct 0.2

create_clock -name clk0 -period $clk_period [get_ports {CLK}]

set non_clock_inputs [all_inputs -no_clocks]
set_input_delay [expr $clk_period * $clk_io_pct] -clock clk0 $non_clock_inputs
set_output_delay [expr $clk_period * $clk_io_pct] -clock clk0 [all_outputs]
==> results.txt <==
run results: Post-DP Area=1116 µm², Pwr Total=699.5 µW, Critical Path AT=2.81 ns, Cell Count, Final, Fillers Out=186, area leader, netlist=edfxtp_1, Max Slew Vio Count=0, Root Buffer=clkbuf_8, layout cells sized above 1=20.24%, first-pass GRT wire length=2677 µm, clock latency on the worst-skew pair=0.25 ns, Setup TNS Final=0 ns, Syn Inst Count=66, clock sinks=17, gr usage total=2.793%, Worst VDD drop=0.1249 mV, die area=11660 µm², placed instance count=182, tool warning count=26, drt pass-1 iters=4, Port Buffer Count=14, vias per cell=2.849, Min Hold Slack=0.4955 ns, Remaining DRCs=0, Slew HR=74.07%, Fillers=826, top cells, area=edfxtp_1 28%, dfxtp_1 12%, dfrtp_1 8.8%, Unique masters post-synth=30, area share, top type=28.19%, most numerous logic cell after layout=clkdlybuf4s50_1, Comb gate area=387.9 µm², Die W=108 µm, final core occ=15.20%, Final Cycle Share=93.84%, Reg clk slew, reported paths=0.07 ns, Ys Warns=3, cell area after layout=1162 µm², final WL=1677 µm, postcts setup bufs=0, FF+latch area=441.7 µm², Post-CTS Resized=0, Avg WL per Cell=9.016 µm, status=completed, Setup Crit Path Kind=input port to primary output, Hold Buf Count CTS=0, Ant. Diodes=0, area grow syn2layout=36.42%, Row Count=32, via count=530, largest net degree at the start of global routing=14, CP Max Fanout=2, reg2reg end=U1.data_reg[6], hold path endpoint=U1.ser_out, initial antenna violation count=0, Achievable Freq=280.4 MHz, Final WS setup=0.2340 ns, flop-to-flop setup slack=1.98 ns, Hold Path Class=flip-flop to flip-flop, pre-placement core utilization=11.14%, max reg flops=8, chip area in the Yosys report=852.1 µm², Avg Cell Area, Syn=12.91 µm², Setup crit end kind=primary output, DRT antenna net count=0, Hold Violations, Final=0, crit path DRT=3.04 ns, startpoint types=input port, 1st-iter DRT viols=27, pwr/cell area=601.8 nW/µm², CTS buffer count=3, hold path depth=2, post-synthesis cell count from yosys=66, gr ovfl total=0, Least-Margin Pin Slew=0.3880 ns, DIE HEIGHT=108 µm, # IOs=15, R2R depth=3, minimum clock period=3.566 ns, RSZ-0062 raised after global routing=false, synthesized cell area=852.1 µm², worst r2r src=U2.current_state[3], clk buf depth=2, ys flops=17, H-tree depth=1, sequential area share after synthesis=51.84%, static leakage=0.4443 nW, max_cap viols=0, final setup violation count=0, Routability Congestion=0.6973, pre-CTS WS=0.1528 ns, Core ar.=7647 µm², min-delay src=U1.data_reg[0], Top Layout Cells=14 x clkdlybuf4s50_1, 8 x edfxtp_1, 8 x nor2_1, CTS tree=yes, vias in the first global route=567, clock skew=0.003262 ns
==> per-layer routing <==
| layer | GRT usage, % | routed length, µm | vias to the layer above |
|---|---|---|---|
| li1 | - | - | 269 |
| met1 | 3.168 | 690 | 250 |
| met2 | 5.043 | 893 | 9 |
| met5 | 0 | 0 | - |
| met3 | 0.5422 | 38 | 2 |
| met4 | 1.050 | 54 | 0 |
==> where the power goes <==
| part | total (mW) | internal, mW | leakage, nW | switching (mW) |
|---|---|---|---|---|
| combinational | 0.250 | 0.146 | 0.247 | 0.104 |
| sequential | 0.317 | 0.281 | 0.172 | 0.0359 |
| clock | 0.133 | 0.0726 | 0.0255 | 0.0601 |
==> worst max-delay path, cell delays in order <==
cell	delay [ns]
clkdlybuf4s50_1	0.50
xor2_1	0.18
xnor3_1	0.43
xnor2_1	0.16
a221oi_2	0.27
clkdlybuf4s50_1	0.52
==> worst max-delay path by stage <==
stage / depth (start not counted) / slack, ns / endpoint / startpoint
final: 6 / 0.23 / S_DATA / P_DATA[1]
after global routing: 6 / 0.09 / S_DATA / P_DATA[1]
after CTS: 6 / 0.15 / S_DATA / P_DATA[1]
==> layout make-up <==
| type | count | area share [%] |
|---|---|---|
| Clock inverter | 1 | 0.4306 |
| Tap cell | 102 | 10.98 |
| Inverter | 3 | 0.9688 |
| Timing Repair Buffer | 15 | 12.70 |
| Clock buffer | 3 | 3.552 |
| Sequential cell | 17 | 38.00 |
| Multi-Input combinational cell | 45 | 33.37 |
==> synthesized netlist by cell type <==
| cell | count |
|---|---|
| nor2_4 | 1 |
| xor2_1 | 4 |
| dfrtp_1 | 3 |
| mux2_4 | 4 |
| xnor3_1 | 1 |
| nand3_1 | 1 |
| o21bai_1 | 1 |
| nand3b_1 | 1 |
| and2_1 | 1 |
| or2_2 | 1 |
| inv_1 | 3 |
| o22ai_1 | 1 |
| nand2_1 | 1 |
| a21oi_1 | 2 |
| dfxtp_1 | 5 |
| nand4_1 | 1 |
| and3b_1 | 1 |
| or3_4 | 1 |
| buf_6 | 1 |
| dfstp_2 | 1 |
| nor2_1 | 8 |
| and3_1 | 1 |
| a21o_1 | 1 |
| mux2_2 | 3 |
| a221oi_2 | 1 |
| a22o_1 | 1 |
| ha_1 | 2 |
| edfxtp_1 | 8 |
| xnor2_1 | 5 |
| mux2i_1 | 1 |
==> logic make-up after synthesis <==
family | share of synthesized area [%]
buffers and inverters | 2.643
AND/OR/NAND/NOR | 12.04
adder cells (fa/ha/maj) | 2.936
XOR/XNOR | 11.89
flip-flops | 51.84
multiplexers | 12.19
AND-OR/OR-AND | 6.462
No activity file was given, so power comes from the tool's default toggle rates.
